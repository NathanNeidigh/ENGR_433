[./config.mk]
export PLATFORM = sky130hd
export DESIGN_NAME = edge_trig
export DESIGN_NICKNAME = edge_trig
export VERILOG_FILES = /design/flow/design.v
export SDC_FILE = /design/flow/constraint.sdc
export NUM_CORES = 4
export LEC_CHECK = 1
export CORE_AREA = 10 10 70 70
export DIE_AREA = 0 0 80 80
[./design.v]
module trigger (
    input  wire  clk,
    input  wire  sw2,
    output logic rLed,
    output logic gLed,
    output logic bLed,
    output logic ch3,
    output logic ch4,
    output logic ch6,
    output logic ch7,
    output logic ch8
);
  localparam integer signal_len = 9;
  logic [signal_len-1:0] signal1 = 9'b000111000;
  logic [signal_len-1:0] signal2 = 9'b010110010;
  logic [2:0] color_state;
  logic [3:0] state;
  logic send_sig, send_seq, send_comb, send_time, send_edge;
  assign send_sig = send_seq | send_comb | send_time | send_edge;
  logic ch6_comb;
  assign ch6 = ch6_comb;
  logic ch7_seq, ch7_comb;
  assign ch7 = ch7_seq | ch7_comb;
  logic ch8_seq, ch8_comb, ch8_edge;
  assign ch8 = ch8_seq | ch8_comb | ch8_edge;
  logic [$clog2(signal_len):0] count = 0;
  color_mixer #(
      .num_states(5)
  ) color_inst (
      .clk(clk),
      .sw2(sw2),
      .rLed(rLed),
      .gLed(gLed),
      .bLed(bLed),
      .state_o(color_state)
  );
  assign state = color_state[1] ? (color_state[0] ? 4'b1000 : 4'b0100) : (color_state[0] ? 4'b0010 : 4'b0001);  
  seq_trig #() seq_trig_inst (
      .clk(clk),
      .active(state[0]),
      .ch7(ch7_seq),
      .ch8(ch8_seq),
      .send_sig(send_seq)
  );
  comb_trig #() comb_trig_inst (
      .clk(clk),
      .active(state[1]),
      .ch6(ch6_comb),
      .ch7(ch7_comb),
      .ch8(ch8_comb),
      .send_sig(send_comb)
  );
  time_trig #() time_trig_inst (
      .clk(clk),
      .active(state[2]),
      .send_sig(send_time)
  );
  edge_trig #() edge_trig_inst (
      .clk(clk),
      .active(state[3]),
      .ch8(ch8_edge),
      .send_sig(send_edge)
  );
  always_ff @(posedge clk) begin
    if (!send_sig) begin
      count <= 0;
    end else if (count == signal_len) begin
      count <= 0;
    end else begin
      ch3   <= signal1[count];
      ch4   <= signal2[count];
      count <= count + 1;
    end
  end
endmodule
module seq_trig (
    input  logic clk,
    input  logic active,
    output logic ch7,
    output logic ch8,
    output logic send_sig
);
endmodule
module comb_trig (
    input  logic clk,
    input  logic active,
    output logic ch6,
    output logic ch7,
    output logic ch8,
    output logic send_sig
);
endmodule
module time_trig (
    input  logic clk,
    input  logic active,
    output logic send_sig
);
endmodule
module edge_trig #(
    parameter integer signal_len = 20
) (
    input  logic clk,
    input  logic active,
    output logic ch8,
    output logic send_sig
);
  logic [$clog2(signal_len/2):0] count = 0;
  always_ff @(posedge clk) begin
    if (active) begin
      if (count < signal_len / 2) count <= count + 1;
      else begin
        count <= 0;
        ch8 <= ~ch8;
        send_sig <= ch8;
      end
    end
  end
endmodule
[./constraint.sdc]
current_design edge_trig

set clk_period 2.2
set clk_io_pct 0.2

create_clock -name clk0 -period $clk_period [get_ports {clk}]

set non_clock_inputs [all_inputs -no_clocks]
set_input_delay [expr $clk_period * $clk_io_pct] -clock clk0 $non_clock_inputs
set_output_delay [expr $clk_period * $clk_io_pct] -clock clk0 [all_outputs]
[./run.sh]
#!/bin/bash
# OpenROAD 26Q1-2900-gdf79404cd8, Yosys 0.63+post, stock flow scripts
make -C /OpenROAD-flow-scripts/flow DESIGN_CONFIG=/design/flow/config.mk WORK_HOME=/design/flow/orfs finish
==> PnR_summary.wiki <==
=== Synthesis and place and route ===
{| class="wikitable"
! Metric !! Value
|-
| Result of the run || finished, final reports clean
|-
| And-or/or-and share of the synthesized area || 0.0650
|-
| Cell type with the largest total area after synthesis || sky130_fd_sc_hd__edfxtp_1
|-
| Area of the core || 3420 um^2
|-
| CTS tree || built
|-
| Routing layer with the top usage in global route || met2
|-
| Number of sinks handled by clock tree synthesis || 7
|-
| Predominant post-synthesis flop cell || sky130_fd_sc_hd__edfxtp_1
|-
| Number of warnings in the stage logs || 25
|-
| Largest delay contributor family on the critical path || buffers and inverters
|-
| Yosys Chip Area || about 310 um^2
|-
| Prevailing logic family in the synthesized netlist || simple AND/OR/NAND/NOR gates
|-
| DRC marker count from the first detailed-route iteration || 4
|-
| Critical Path End Type || output pin
|-
| Number of input and output port buffers inserted || 3
|-
| CTS clk-pin slew, worst paths || 0.05 ns
|-
| Arrival time reported for the critical path endpoint || 1.08 ns
|-
| Post-synthesis mux area share || 0.0325
|-
| Post-synthesis instance area || between 300 and 400 um^2
|-
| Max-Cap Viols || 0
|-
| Vias after detailed routing || approximately 190
|-
| Slowest stage delay, CP || 0.47 ns
|-
| Width of the die || approximately 80 um
|-
| Proportion of total power due to net switching || 0.213
|-
| Library cell used as clock root buffer || sky130_fd_sc_hd__clkbuf_4
|-
| Total instance count after detailed placement || 72
|-
| NetSw || roughly 65 uW
|-
| Count of final setup violators || 0
|-
| Worst Reg2Reg Path Length in Cells || 4
|-
| Met3 Usage GRT || 0.00795
|-
| Power per cell area || about 730 nW/um^2
|-
| Type of the worst setup path || register to output pin
|-
| Cells along the critical path || clkdlybuf4s50_1
|-
| Detailed-placement wirelength estimate || 331 um
|-
| Maximum vdd drop || 0.000260 V
|-
| Critical path data required time || around 1.8 ns
|-
| Internal power || between 200 and 250 uW
|-
| Post-layout min period || ~1.5 ns
|-
| Final wirelength || 463 um
|-
| Top area cell types || sky130_fd_sc_hd__edfxtp_1 (68%), sky130_fd_sc_hd__ha_1 (4.1%), sky130_fd_sc_hd__nor2_1 (3.7%)
|-
| Antenna fix cells || 0
|-
| Post-synth tally of flip-flops with integrated enable || 7
|-
| Final Cycle Share || 0.691
|-
| Synth-to-layout area growth || 37.0%
|-
| Count of pins over their slew limit || 0
|-
| Unique masters post-synth || 15
|-
| Endpoints failing hold || 0
|-
| Area share of and/or/nand/nor cells after synthesis || 0.154
|-
| Seq/Total Area, Yosys || 0.683
|-
| Met2 usage || 0.0217
|-
| Number of CTS-inserted buffers || 3
|-
| Total Die Area || 6400 um^2
|-
| Min setup slack post-route || 0.680 ns
|-
| Post-route non-filler standard cell count || 76
|-
| CP Buf/Inv Count || 1
|-
| Wire per inst || around 6.1 um
|-
| LEAKAGE || 0.139 nW
|-
| Detailed Routing Iterations Pass 1 || 3
|-
| Initial standard-cell utilization of the core || 0.0901
|-
| Critical Path Slowest Stage Cell || sky130_fd_sc_hd__clkdlybuf4s50_1
|-
| Unrepaired setup endpoints after global routing || no
|-
| Aggregate global routing overflow || 0
|-
| Path class of the lowest-slack min-delay path || register to register
|-
| Global placer's final weighted congestion || roughly 0.71
|-
| Setup clock skew after layout || roughly 0.0029 ns
|-
| Adder Share, Synth || 0.0407
|-
| Cell depth of the worst min-delay path || 0
|-
| Maximum clock path buffer count || 2
|-
| # DRC || 0
|-
| Setup crit start kind || register
|-
| Portion of total power attributed to combinational logic || 0.075
|-
| CTS-repair resized insts || 0
|-
| Count of H-tree levels built during CTS || 1
|-
| Antenna violations before repair || 0
|-
| Post-CTS setup repair buffer count || 0
|-
| Largest driver fanout on the critical path || 3
|-
| Avg Synthesized Cell Area || around 13 um^2
|-
| Rows || 21
|-
| Relative contribution of sequential cells to total power || 0.548
|-
| WP depth || 1
|-
| Number of global-route vias before repair || between 150 and 200
|-
| Detailed-route vias per instance || about 2.5
|-
| Post-cts hold buffer count || 0
|-
| Pre-CTS WS || just under 0.6 ns
|-
| Source-to-sink clock delay at the later pin of the worst-skew pair || about 0.25 ns
|-
| Library cell with the highest instance count after synthesis || sky130_fd_sc_hd__edfxtp_1
|-
| Worst slack on hold paths || 0.483 ns
|-
| Fraction of final layout cells with drive strength greater than 1 || 0.133
|-
| Xor/xnor cell area share of the yosys netlist || 0
|-
| GR Util met1 || 0.0150
|-
| Number of cells in the yosys synthesis report || 23
|-
| Synthesized flop and latch total || 7
|-
| Max Clk Rate || approximately 660 MHz
|-
| Aggregate global-route resource usage || 0.0140
|-
| Pin count of the biggest net entering global routing || 7
|-
| Relative contribution of the clock network to total power || 0.378
|-
| Ys async rst share || 0
|-
| Final sum of negative setup slack || 0 ns
|-
| I/O pin count || 4
|-
| Warnings, synthesis || 1
|-
| First-pass GRT wire length || between 700 and 800 um
|-
| Top-area cell share || 0.683
|-
| Remaining antenna violation count after routing || 0
|-
| Synth top cells by count || sky130_fd_sc_hd__edfxtp_1 (7), sky130_fd_sc_hd__nor2_1 (3)
|-
| Die height || 80 um
|-
| Post-synthesis cell count || 23
|}
[power groups by stage]
stage	Sequential, mW	Clock [mW]	Combinational (mW)
CTS	0.168	0.123	0.0236
global route	0.169	0.128	0.0268
finish	0.168	0.116	0.0229
[per-layer routing]
layer | part of all wire | vias up
li1 | - | 96
met3 | 0.067 | 0
met5 | 0 | -
met4 | 0 | 0
met2 | 0.47 | 4
met1 | 0.46 | 90
[logic make-up (layout without fill, tap and decap cells)]
| kind of cell | Yosys count | in the layout |
|---|---|---|
| DFF | 7 | 7 |
| other | 1 | 1 |
| muxes | 1 | 1 |
| and+or+nand+nor | 9 | 9 |
| adders and majority gates | 1 | 1 |
| buffers and inverters | 1 | 8 |
| AOI/OAI and AO/OA | 3 | 3 |
[stage by stage]
stage | area (um^2) | power [mW] | util
4_1_cts | 422 | 0.314 | 0.123
3_5_place_dp | 395 | 0.194 | 0.116
5_1_grt | 422 | 0.324 | 0.123
6_report | 422 | 0.307 | 0.123
2_1_floorplan | 308 | 0.182 | -
3_3_place_gp | 395 | 0.193 | 0.116
[area by class of cell]
cell class | instances | area (um^2)
Inverter | 1 | 3.75
Clock buffer | 4 | 26.3
Multi-Input combinational cell | 15 | 93.8
Timing Repair Buffer | 3 | 30.0
Tap cell | 46 | 57.6
Sequential cell | 7 | 210
Fill cell | 395 | 2990
[flip-flops by register name (all words and copies together), names as in the netlist]
register,cells
ch8,1
send_sig,1
count,5
[final timing paths]
kind	end	slack [ns]	from
worst max-delay path	ch8	0.68	ch8
worst min-delay path	send_sig	0.48	ch8
worst max register to register	count[2]	0.96	count[1]
worst min register to register	send_sig	0.48	ch8
[placed cells by master, fill, tap and decap left out]
cell and count:
sky130_fd_sc_hd__and2_1 1, sky130_fd_sc_hd__ha_1 1, sky130_fd_sc_hd__clkdlybuf4s50_1 3, sky130_fd_sc_hd__o21a_1 1, sky130_fd_sc_hd__nor3_1 1, sky130_fd_sc_hd__clkbuf_1 1
sky130_fd_sc_hd__a21boi_0 1, sky130_fd_sc_hd__nor2b_1 1, sky130_fd_sc_hd__inv_1 1, sky130_fd_sc_hd__edfxtp_1 7, sky130_fd_sc_hd__nand4b_1 1, sky130_fd_sc_hd__nor2_1 3
sky130_fd_sc_hd__conb_1 1, sky130_fd_sc_hd__nor2_2 1, sky130_fd_sc_hd__nand2_1 1, sky130_fd_sc_hd__clkbuf_4 3, sky130_fd_sc_hd__a21oi_1 1, sky130_fd_sc_hd__mux2i_1 1
Power and IR drop assume default switching activity.
