==> design/flow/design.v <==
module blink (
    input  CLK,
    output LED_R,
    output LED_G,
    output LED_B
);
  localparam HALF_PERIOD = 500_000;
  reg [18:0] count = 19'd0;
  reg r_LED_R = 1'b0;
  reg r_LED_G = 1'b0;
  reg r_LED_B = 1'b0;
  always @(posedge CLK) begin
    if (count == HALF_PERIOD - 1) begin
      r_LED_R <= ~r_LED_R;
      r_LED_G <= ~r_LED_G;
      r_LED_B <= ~r_LED_B;
      count   <= 0;
    end else begin
      count <= count + 1;
    end
  end
  assign LED_R = r_LED_R;
endmodule
==> design/flow/run.sh <==
#!/bin/bash
# OpenROAD 26Q1-2900-gdf79404cd8, Yosys 0.63+post, stock flow scripts
make -C /OpenROAD-flow-scripts/flow DESIGN_CONFIG=/design/flow/config.mk WORK_HOME=/design/flow/orfs finish
==> design/flow/config.mk <==
export PLATFORM = sky130hd
export DESIGN_NAME = blink
export DESIGN_NICKNAME = blink
export VERILOG_FILES = /design/flow/design.v
export SDC_FILE = /design/flow/constraint.sdc
export NUM_CORES = 4
export LEC_CHECK = 1
export CORE_AREA = 10 10 84 84
export DIE_AREA = 0 0 94 94
==> design/flow/constraint.sdc <==
current_design blink

set clk_period 2.8
set clk_io_pct 0.2

create_clock -name clk0 -period $clk_period [get_ports {CLK}]

set non_clock_inputs [all_inputs -no_clocks]
set_input_delay [expr $clk_period * $clk_io_pct] -clock clk0 $non_clock_inputs
set_output_delay [expr $clk_period * $clk_io_pct] -clock clk0 [all_outputs]
==> summary.txt <==
This note records the results obtained with Yosys and OpenROAD.

STA
After layout, the worst path uses approximately two thirds of the clock period. The minimum clock period after layout is 1.912 ns. Setup repair after global routing left no endpoint under its margin. The maximum clock frequency is 0.5231 GHz. The worst hold slack after final layout is 0.4671 ns. The post-route setup TNS is 0 ns. The final timing report lists a hold violation count of 0. The worst setup skew after layout is 0.006807 ns. Per the final report, max-transition violations number 0. The setup-violating endpoint count in the final report is 0.

Clock tree
Looking at the clock tree report, the H-tree level count equals 1. For reference, the clock transition at the flip-flops on the worst setup and hold paths is 0.07 ns. The number of setup buffers added after CTS is 0.

CTS saw 20 sinks. The CTS tree is yes. Per the skew report, the later register of the worst-skew pair sees a clock latency of 0.25 ns.

After clock tree synthesis, the flow added hold-fix buffers numbering 0. Once the clock tree was built, the resizer swapped 0 gates to a different size. The TritonCTS buffer count is 3. The maximum clock insertion buffer count is 2. The root buffer cell chosen for the clock tree is clkbuf_8.

Synth
Looking at the cell usage after synthesis, the top flip-flop cell is dfxtp_1. After technology mapping, the gate count stands at 90. The synthesis report lists the Yosys warning total as 3. The synthesized chip area reported by yosys is 843.3 um^2. Of all cell types, the one taking the most synthesized area is dfxtp_1. By count the netlist is led by dfxtp_1 (19), xnor2_1 (10), nor2_1 (8). The flip-flop and latch count after synthesis is 20. In this run the cell area of the synthesized design comes to 843.3 um^2. In this run the biggest area consumer among cell types represents 45.10% of the synthesized area.

In the Yosys report the total cell count is 90. The number of distinct library cells after synthesis is 27. The synthesized area divided by synthesized cell count is 9.370 um^2. The share of synthesized area occupied by flip-flops and latches is 48.66%.

The post-synth count of flops with an enable pin is 1. The synthesis stats list as the most numerous cell dfxtp_1. Yosys attributes the largest share of cell area to dfxtp_1 (45%), xnor2_1 (10%), nand4_1 (5.2%), nand3_1 (4.2%), edfxtp_1 (3.6%).

The share of async-settable or async-resettable flops after synthesis is 0%.

Floorplanning
Before placement the cells fill roughly 16% of the core. The chip occupies 8836 um^2. The cell row count is 26. The vertical die dimension is 94 um. The die is 94 um wide. The top-level I/O count is 4. In this run the standard cell core region covers roughly 5200 um^2.

Global routing
The number of global-route vias before repair is around 540. The first global-routing pass estimated around 2300 um of wire. For this run the aggregate overflow at the end of global routing stands at 0. The number of antenna violations at the first check in global routing is 0. Entering global routing, the biggest net connects 12 pins.

Global routing used 3.113% of the available tracks.

Job
OpenROAD emitted warnings numbering 25. The max-cap violation count is 0.

Worst setup path
The type of the worst setup path is flop to flop. The number of cells on the worst reg-to-reg path is 4. The nature of the critical path startpoint is a flop. The maximum net fanout on the critical path is 7.

The worst setup path is captured at a flop. The startpoint of the lowest-slack register-to-register path is count[8]. The capture instance of the worst register-to-register path is count[17]. Across all register-to-register paths, the minimum setup slack is 0.89 ns. STA puts the critical path data required time at 2.99 ns. The critical path arrival is approximately 2.1 ns.

Placed design
The number of buffers added on ports is 1. The detailed placer's ending HPWL is 1031 um. The final weighted congestion recorded by global placement is 0.8164.

Drt
Summed over all layers, the routed wires come to approximately 1400 um. The post-detailed-route via-to-cell ratio is 3.748. For this run, the detailed router's first-pass iteration total came to 4.

Per the detail_route report, inserted antenna diodes total 0. For this run, design rule violations remaining after detail routing come to 0. The script logs the mean routed wire length per placed instance as 8.828 um. The residual antenna-violating net count after detailed routing is 0. Detailed routing inserted a total of about 610 vias.

The initial DRC count is 28.

Power and ir drop
The static leakage is 0.3280 nW. The worst VDD IR drop from the latest analysis is between 0.0002 and 0.00025 V. The report lists the power per cell area as 507.7 nW/um^2.

Run status
The flow ran to the end, and the final reports show no timing, DRC or antenna violations.

Hold path
Counting instances, the worst hold path has a depth of 1. The worst hold path begins at count[0]. The worst hold path terminates at count[0]. The path category of the worst min-delay check is flop to flop.

Final layout
Measured on the finished design, the core utilization comes to 18.89%. The layout overhead on the synthesized area is 16.62%. Of the cells placed in the final design, the portion with a size suffix greater than 1 is 5.376%. In the final layout, the fill cell count is 579.
==> stage by stage <==
stage | cell area (um^2) | power, mW | cells | worst slack [ns]
2_1_floorplan | 847.1 | 0.2948 | 91 | 1.009
3_3_place_gp | 928.4 | 0.2931 | 159 | 0.9203
3_5_place_dp | 928.4 | 0.2930 | 159 | 0.9185
4_1_cts | 983.4 | 0.5067 | 163 | 0.8983
5_1_grt | 983.4 | 0.5223 | 163 | 0.7666
6_report | 983.4 | 0.4993 | 163 | 0.8882
==> layer usage <==
metal | global-route usage (%) | share of wire [%] | up-vias
met4 | 0.5063 | 1.9 | 0
met3 | 0.9693 | 3.3 | 2
li1 | - | - | 322
met5 | 0 | 0 | -
met1 | 4.454 | 54 | 278
met2 | 4.551 | 41 | 9
==> registers in the layout (all words and copies together), names as in the netlist <==
register	cells
count	19
r_LED_R	1
==> worst max-delay path: stages (launching register included) <==
cell and delay (ns):
dfxtp_1 0.42, and3_1 0.23, or4b_1 0.56, or4_1 0.50
a21oi_1 0.15
==> cell families (layout without fill, tap and decap cells) <==
family                   count (synthesis)  count (layout)  synth area share [%]
AND/OR/NAND/NOR                         42              42                 27.30
flip-flops                              20              20                 48.66
XOR/XNOR                                13              13                 13.50
AND-OR/OR-AND                            8               8                 5.341
buffers and inverters                    5               7                 3.262
adder cells (fa/ha/maj)                  1               1                 1.483
other                                    1               2                0.4447
==> report_power, final <==
group | leakage (nW) | internal, mW | switching, mW
logic | 0.135 | 0 | 0.000133
clock network | 0.0288 | 0.125 | 0.0881
registers | 0.165 | 0.286 | 0
==> area by class of cell <==
type | count | area, um^2 | area share [%]
tap | 70 | 87.58 | 8.906
sequential | 20 | 410.4 | 41.73
clock buffer | 4 | 55.05 | 5.598
inverter | 1 | 3.754 | 0.3817
timing repair buffer | 2 | 17.52 | 1.781
multi-input combinational | 66 | 409.1 | 41.60
==> layout by cell type, fill, tap and decap left out, types with 3 or more instances in the layout <==
cell type,synthesis,layout
nand4_1,7,7
a21oi_1,4,4
nand3_1,7,7
clkbuf_8,0,4
dfxtp_1,19,19
nor2_1,8,8
nand2_1,6,6
xor2_1,3,3
xnor2_1,10,10
==> worst max path at each step <==
stage     slack, ns        end      from  cells after the start
6_report       0.89  count[17]  count[8]                      4
5_1_grt        0.77  count[17]  count[5]                      4
4_1_cts        0.90  count[17]  count[8]                      4
No activity file was given, so power comes from the tool's default toggle rates.
